### ./run.sh
#!/bin/bash
# OpenROAD 26Q1-2900-gdf79404cd8, Yosys 0.63+post, stock flow scripts
make -C /OpenROAD-flow-scripts/flow DESIGN_CONFIG=/design/flow/config.mk WORK_HOME=/design/flow/orfs finish
### ./config.mk
export PLATFORM = sky130hd
export DESIGN_NAME = asyncfifo
export DESIGN_NICKNAME = asyncfifo
export VERILOG_FILES = /design/flow/design.v
export SDC_FILE = /design/flow/constraint.sdc
export NUM_CORES = 4
export LEC_CHECK = 1
export CORE_UTILIZATION = 30
### ./constraint.sdc
current_design asyncfifo

set clk_period 3.7
set clk_io_pct 0.2

create_clock -name clk0 -period $clk_period [get_ports {clkin}]
create_clock -name clk1 -period $clk_period [get_ports {clkout}]

set non_clock_inputs [all_inputs -no_clocks]
set_input_delay [expr $clk_period * $clk_io_pct] -clock clk0 $non_clock_inputs
set_output_delay [expr $clk_period * $clk_io_pct] -clock clk0 [all_outputs]
### ./design.v
`timescale 1ns / 1ps
module BFsync(
    input [2:0] d,
    input clk, rst,
    output reg [2:0] q
    );
    reg [2:0] qi;
    always@(posedge clk or posedge rst) begin
        if (rst) begin 
            q <= 3'b000;
            qi<= 3'b000;
        end
        else {q,qi} <= {qi,d}; 
    end
endmodule
`timescale 1ns / 1ps
module asyncfifo(
    input clkin, clkout,
    input rstin, rstout,
    input ivalid, oready,
    input [7:0] din,
    output iready, ovalid,
    output [7:0] dout
    );
    wire [2:0] tail, next_tail, head, next_head;
    wire [2:0] inc_head, inc_tail;
    wire [2:0] head_i, tail_o;
    dp_ram ram(
        .clk(clkin), 
        .wdata(din), 
        .waddr(tail),
        .raddr(head),
        .write(iready && ivalid),
        .rdata(dout)
    );
    BFsync head2in(
        .d(head), 
        .clk(clkin), 
        .rst(rstin),
        .q(head_i)
        );
    BFsync tail2out(
        .d(tail), 
        .clk(clkout), 
        .rst(rstout),
        .q(tail_o)
        );
    write_ctrl wr_ctrl(
        .clkin(clkin),
        .rstin(rstin),
        .head_i(head_i),
        .ivalid(ivalid),
        .iready(iready),
        .tail(tail)
    );
    read_ctrl re_ctrl(
        .clkout(clkout),
        .rstout(rstout),
        .tail_o(tail_o),
        .oready(oready),
        .ovalid(ovalid),
        .head(head)
    );
endmodule
`timescale 1ns / 1ps
module dp_ram(
    input clk,
    input [2:0] waddr,raddr,
    input write,
    input [7:0] wdata,
    output [7:0] rdata
    );
    reg [7:0] memory [7:0];
    assign rdata = memory[raddr];
    always@(posedge clk) begin
        if (write) begin
            memory[waddr] <= wdata;
        end 
    end
endmodule
`timescale 1ns / 1ps
module gray_count(
    input [2:0] gin,
    output [2:0] gout
    );
    wire [2:0] bin, bin_inc;
    assign  bin[2] = gin[2],
            bin[1] = gin[1] ^ bin[2],
            bin[0] = gin[0] ^ bin[1];
    assign bin_inc = bin + 1;
    assign gout = bin_inc ^ (bin_inc>>1);
endmodule
`timescale 1ns / 1ps
module read_ctrl(
    input clkout, rstout,
    input oready,
    input [2:0] tail_o,
    output reg ovalid,
    output reg [2:0] head
    );
    reg [2:0] next_head;
    always @(posedge clkout or posedge rstout) begin
        if (rstout) head <= 3'b000;
        else head <= next_head;
    end
    wire [2:0] inc_head;
    gray_count cnt_head(.gin(head), .gout(inc_head));
    always@(*) begin
        ovalid = (tail_o != head);
    end
    always @(*) begin
        if (rstout) next_head <= 3'b000;
        else if (ovalid && oready) next_head <= inc_head;  
        else next_head <= head;
    end
endmodule
`timescale 1ns / 1ps
module write_ctrl(
    input clkin, rstin,
    input [2:0] head_i,
    input ivalid,
    output reg iready,
    output reg [2:0] tail
    );
    reg [2:0] next_tail;
    always@(posedge clkin or posedge rstin) begin
        if (rstin) tail <= 3'b000;
        else tail <= next_tail;
    end
    wire [2:0] inc_tail;
    gray_count cnt_tail(.gin(tail), .gout(inc_tail));
    always @(*) begin
        iready = (head_i != inc_tail);
    end
    always @(*) begin
        if (rstin) next_tail <= 3'b000;
        else if (iready && ivalid) next_tail <= inc_tail;  
        else next_tail <= tail;
    end
endmodule
==> out/qor.yml <==
critPathMaxStageDelay_ns: 0.59
antenna-diode-count: 0
post_drt_wl_per_cell_um: 16.5
grt-ovfl-total: 0
synth_area_um2: 3250
fill_cells: 957
worst_slew_pin_slew_ns: 0.567
ff_type: "edfxtp_1"
ys_area_um2: 3250
ff_latch_area_um2: 2370
cpMaxStageDelayCell: "dfrtp_1"
layout_setup_ws_ns: 0.691
edf_count: 64
critPathTopFamily: "flip-flops"
cp-start-kind: "flop"
avgSynthCellArea_um2: 17.8
drt_wl_total_mm: 5.89
fin_cells: 357
status: "finished clean"
vias_per_cell: 4.59
logic_area_um2: 820
top_area_cell: "edfxtp_1"
post-dp-hpwl_mm: 3.57
vias: 1640
grt_usage_pct: 12.1
die_h_um: 106
grt_max_degree: 22
worstPathMaxFanout: 12
skew_ns: 0.00908
final_max_slew_viol_count: 0
grt_pass1_wl_mm: 9.65
crit_buf_inv: 1
critical_path.cell_chain: "mux2i_1, xnor2_1, or3_1, clkdlybuf4s50_1"
grt_pass1_vias: 1792
cts.repair.resized: 0
core-area_um2: 10400
cts_tree: "yes"
antenna_left: 0
ys_warn_count: 4
cts_sinks: 82
die_area_um2: 11300
drv_cap: 0
io_buffer_count: 22
dr.pass1.iters: 4
synthCells: 183
antenna_found_initial: 0
die_x_um: 106
lay_top_count: "edfxtp_1"
synth.distinct_cells: 32
finalSetupViolations: 0
drcViolationCount: 0
yosys_cells: 183
arrival_ns: 2.27
crit_type: "flop to primary output"
rsz0062_at_grt: "no"
worstPathRequired_ns: 2.96
async_flop_share_pct: 22.0
placed_cells: 338
yosys.area.top_type_share_pct: 59.1
holdWs_ns: 0.343
yosys.stat.seqShare_pct: 73.0
power.density_nw_per_um2: 604
area_delta_synth_final_pct: 19.9
gp_congestion: 0.787
slew_headroom_pct: 62.2
endpoint_kind: "primary output"
synth-seq-cells: 82
topCellsByArea: "edfxtp_1, dfrtp_1, mux4_2"
holdBufCountCts: 0
layout_top_cells: "edfxtp_1, nand2_1, clkdlybuf4s50_1"
initialDrtViolationCount: 55
final_layout_size_suffix_gt1_share_pct: 17.6
io_pins: 24
setup_tns_ns: 0
hold_viol: 0
hold_class: "flop to flop"
clk_pin_slew_ns: 0.07
preCtsSetupSlack_ns: 1.06
leakagePower_nw: 1.39
vdd_drop_max_mv: 0.197
core.rowCount: 37
cts_setup_buffers: 0
warnings: 29
initCoreUtil_pct: 31.2
path summary, 6_finish.rpt:
kind / slack (ns) / end / from / cells past startpoint
max: 0.69 / iready / wr_ctrl.tail[0]$_DFFE_PP0P_ / 4
min: 0.34 / tail2out.q[2]$_DFF_PP0_ / tail2out.qi[2]$_DFF_PP0_ / 0
max reg2reg: 1.10 / ram.memory[0][3]$_DFFE_PP_ / wr_ctrl.tail[1]$_DFFE_PP0P_ / 5
min reg2reg: 0.34 / tail2out.q[2]$_DFF_PP0_ / tail2out.qi[2]$_DFF_PP0_ / 0
max in group clk1: 1.98 / re_ctrl.head[2]$_DFFE_PP0P_ / oready / 6
max in group asynchronous: 2.57 / tail2out.qi[2]$_DFF_PP0_ / rstout / 2
min in group clk0: 0.36 / head2in.q[1]$_DFF_PP0_ / head2in.qi[1]$_DFF_PP0_ / 0
min in group asynchronous: 0.84 / head2in.qi[0]$_DFF_PP0_ / rstin / 2
registers in the layout, indices dropped and copies added (netlist names):
register / count
head2in.q: 3
head2in.qi: 3
ram.memory: 64
re_ctrl.head: 3
tail2out.q: 3
wr_ctrl.tail: 3
tail2out.qi: 3
cell usage after synthesis, drive strengths merged (2+ instances only):
cell,instances
edfxtp,64
nand2,25
dfrtp,18
mux4,16
inv,7
nor2,7
xnor2,6
and3,4
and3b,4
buf,4
ha,4
a21oi,3
o21ai,3
clkbuf,2
mux2i,2
per-layer routing:
metal	track usage, %	up-vias	wire length [um]
li1	-	759	-
met1	17.6	807	2480
met2	17.5	69	2720
met3	6.57	5	641
met4	1.59	0	48
met5	0	-	0
per-stage QoR:
step / power [mW] / area, um^2 / util (%)
detailed placement: 1.62 / 3640 / 35.0
CTS: 2.39 / 3900 / 37.4
global placement: 1.62 / 3640 / 35.0
global route: 2.48 / 3900 / 37.4
floorplan: 1.42 / 3250 / -
finish: 2.35 / 3900 / 37.4
power by group:
part	total, mW	internal [mW]	switching [mW]
registers	1.12	1.08	0.0431
clock network	0.759	0.451	0.309
logic	0.476	0.275	0.202
total	2.35	1.80	0.553
kinds of logic (layout without fill, tap and decap cells):
kind of cell               Yosys count  in the layout  synth area share (%)
DFF                                 82             82                  73.0
buffers and inverters               13             51                  1.81
muxes                               19             19                  12.5
adders and majority gates            4              4                  1.54
xor gates and xnor gates             7              7                  1.89
AOI/OAI and AO/OA                   11             11                  2.16
and+or+nand+nor                     47             47                  7.08
layout make-up:
cell class	instances	area share [%]
Clock inverter	5	2.09
Inverter	7	0.674
Multi-Input combinational cell	88	21.0
Sequential cell	82	60.9
Clock buffer	14	4.43
Timing Repair Buffer	25	6.55
Tap cell	136	4.37
Power figures rest on the tool's default switching activity, not on a simulated workload.
